`flow/run.sh`:
```
#!/bin/bash
# OpenROAD 26Q1-2900-gdf79404cd8, Yosys 0.63+post, stock flow scripts
make -C /OpenROAD-flow-scripts/flow DESIGN_CONFIG=/design/flow/config.mk WORK_HOME=/design/flow/orfs finish
```
`flow/config.mk`:
```
export PLATFORM = sky130hd
export DESIGN_NAME = reg_16
export DESIGN_NICKNAME = reg_16
export VERILOG_FILES = /design/flow/design.v
export SDC_FILE = /design/flow/constraint.sdc
export NUM_CORES = 4
export LEC_CHECK = 1
export CORE_AREA = 10 10 94 94
export DIE_AREA = 0 0 104 104
```
`flow/constraint.sdc`:
```
current_design reg_16

set clk_period 2.4
set clk_io_pct 0.2

create_clock -name clk0 -period $clk_period [get_ports {CLK}]

set non_clock_inputs [all_inputs -no_clocks]
set_input_delay [expr $clk_period * $clk_io_pct] -clock clk0 $non_clock_inputs
set_output_delay [expr $clk_period * $clk_io_pct] -clock clk0 [all_outputs]
```
`flow/design.v`:
```
`timescale 1ns / 1ps
module reg_16(
    input       [15:0]  D,
    output reg  [15:0]  Q,
    input               CLK,
    input               NCLR,
    input               LD,
    input               INR
    );
    initial begin
        Q <= 0;
    end
    always @ (posedge CLK)
        if (!NCLR)
            Q <= 0;
            else begin
                if(LD)
                    Q <= D;
                else
                    Q <= Q + 1;
            end
endmodule
```
==> summary.txt <==
impl run done, here's what came out: ratio of total power to cell area 504 nW/um^2, clock buffer depth 2, vias in the first global route 802, area after detailed placement 1260 sq um, post-CTS sizing 0, Min-Delay Path Class register to register, TritonCTS clock tree done, number of levels the H-tree was split into 1, area delta synth->final 63.8%, worst slew margin relative to its limit 66.1%, biggest regs Q (16), vertical die dimension 104 um, startpoint of the worst register-to-register path Q[7], setup total negative slack 0 ns, Starting DRT DRC Count 42, result of the run finished clean, number of flip-flops in the largest register 16, top cells by instance count after synthesis sky130_fd_sc_hd__dfxtp_1 (16), sky130_fd_sc_hd__o21ai_0 (12), sky130_fd_sc_hd__a21oi_1 (9), async set or reset register ratio after synthesis 0%, clock power share between 30% and 40%, busiest layer in global routing met2, final weighted congestion in routability-driven placement 0.750, Critical Path Slowest Stage Cell sky130_fd_sc_hd__or4b_1, dominant cell by count in the synthesized netlist sky130_fd_sc_hd__dfxtp_1, 1st-pass router iterations 4, leakage dissipation around 0.44 nW, hpwl dp about 1.9 mm, GRT met1 Usage around 6.0%, overall power 0.662 mW, final worst path period share 71.6%, total count of max-transition violations in the final report 0, antenna violations before repair 0, cell area after layout 1310 sq um, Port-buffer cells 34, number of synthesized flops with an enable pin 0, Final setup viols 0, unrepaired setup endpoints after global routing false, number of cells in Yosys stat ~94, library cells used by synthesis 27, tool warning count 26, endpoint arrival time on the critical path 1.89 ns, area enclosed by the die boundary between 10000 and 15000 sq um, area of the mapped netlist 802 sq um, Worst Setup Slack, final between 0.6 and 0.7 ns, most flop-heavy register Q, Mean Syn Cell Area 8.53 sq um, detailed-route DRC error count 0, routed wire length roughly 2.5 mm, Max Fclk 582 MHz, number of antenna repair diodes 0, global-route usage over all layers under 10%, highest ir drop seen on vdd 0.000222 V, horizontal die size 104 um, clock transition at the register clock pins on the worst setup and hold paths after CTS 0.06 ns, proportion of power drawn by flip-flops and latches between 40 and 50%, FP Rows 30, share of the yosys chip area belonging to registers 39.9%, ports placed on the boundary 36, worst stage delay on the critical path 0.47 ns, first-pass GRT wire length 4.06 mm, design internal power 0.510 mW, largest clock skew in the final design 0.00441 ns, predominant post-synthesis flop cell sky130_fd_sc_hd__dfxtp_1, crit path max fanout 6, hold path start Q[15], synthesized instance count 94, proportion of total power due to net switching 23.0%, Initial Util between 10% and 20%, Post-DRT Antenna Nets 0, Chip Area, Yosys 802 sq um, Crit Path Category register to register, Largest type area fraction 39.9%, Tightest Pin Transition 0.507 ns, total number of vias between 700 and 800, global-route met3 utilization 2.82%, type of element launching the critical path register, relative contribution of combinational cells to total power 17.3%, worst setup timing slack at the placement stage 0.666 ns, number of hold-slack violations in the final timing report 0, cell family with most CP delay simple AND/OR/NAND/NOR gates, Worst Setup SP Q[7], layout cell share with drive strength beyond 1 roughly 5.4%, biggest area consumer among synthesized cells sky130_fd_sc_hd__dfxtp_1, routed wirelength normalized by instance count around 11 um, switching power 0.152 mW, mean number of vias per cell between 3 and 4, clock tree sinks 16, met2 track utilization from global routing 6.76%, biggest area contributors in the synthesized netlist sky130_fd_sc_hd__dfxtp_1 (40%), sky130_fd_sc_hd__xnor2_1 (8.7%), sky130_fd_sc_hd__o21ai_0 (7.5%), sky130_fd_sc_hd__a21oi_1 (5.6%), sky130_fd_sc_hd__nand3_1 (4.4%), Clock Latency Late Sink approximately 0.25 ns, fin crit period 1.72 ns, cells traversed along the worst timing path nand4_2 > or3_4 > or4b_1 > a31oi_1, Ys Warns 1, clock buffer count from CTS 3, placeable core region between 6000 and 7000 sq um, required time of the critical path 2.58 ns, count of hold buffers inserted by post-cts repair 0, CTS root buf sky130_fd_sc_hd__clkbuf_8, maximum number of pins on one net before global-route repair 29, number of buffer and inverter stages on the critical path 0, number of violations of the max-capacitance limit 0, sort of element at the end of the critical path register, number of flip-flops and latches in the synthesized netlist 16, GRT Residual Overflow 0, buffers inserted during post-CTS setup optimization 0
-- cells in the final DEF, fill, tap and decap left out --
master and instances:
sky130_fd_sc_hd__clkdlybuf4s50_1 34, sky130_fd_sc_hd__dfxtp_1 16, sky130_fd_sc_hd__o21ai_0 12, sky130_fd_sc_hd__a21oi_1 9, sky130_fd_sc_hd__xnor2_1 8, sky130_fd_sc_hd__nand3_1 7, sky130_fd_sc_hd__nand2_1 7, sky130_fd_sc_hd__xor2_1 4
sky130_fd_sc_hd__nor3_1 4, sky130_fd_sc_hd__clkbuf_8 4, sky130_fd_sc_hd__o211a_1 3, sky130_fd_sc_hd__inv_1 3, sky130_fd_sc_hd__a31oi_1 2, sky130_fd_sc_hd__nor4_1 2, sky130_fd_sc_hd__clkinv_1 1, sky130_fd_sc_hd__and3_1 1
sky130_fd_sc_hd__mux2i_1 1, sky130_fd_sc_hd__nor2b_1 1, sky130_fd_sc_hd__and2_1 1, sky130_fd_sc_hd__nand4_2 1, sky130_fd_sc_hd__or3_4 1, sky130_fd_sc_hd__or4_1 1, sky130_fd_sc_hd__o31ai_1 1, sky130_fd_sc_hd__nand4_1 1
sky130_fd_sc_hd__nor2_1 1, sky130_fd_sc_hd__or4b_1 1, sky130_fd_sc_hd__o41ai_1 1, sky130_fd_sc_hd__ha_1 1, sky130_fd_sc_hd__buf_4 1
-- power by group through the flow --
stage | combinational, mW | clock [mW] | sequential (mW)
4_1_cts | 0.118 | 0.247 | 0.310
5_1_grt | 0.129 | 0.258 | 0.314
6_report | 0.114 | 0.238 | 0.310
-- cell families (layout without fill, tap and decap cells) --
kind of cell | count (synthesis) | in the layout | share of synthesized area, %
mux | 1 | 1 | 1.25
buf+inv | 7 | 43 | 3.28
flops | 16 | 16 | 39.9
simple gates | 29 | 29 | 20.4
xor+xnor | 12 | 12 | 13.1
fa+ha+maj | 1 | 1 | 1.56
compound gates | 28 | 28 | 20.4
-- per-layer routing --
metal  vias up  wire, um
li1        415         -
met1       309      1220
met5         -         0
met4         0        12
met3         2       276
met2        27       950
-- worst paths after layout --
path	end	slack (ns)	depth (start not counted)
min reg2reg	Q[15]	0.51	2
max reg2reg	Q[15]	0.68	4
max	Q[15]	0.68	4
min	Q[15]	0.51	2
-- tightest hold or removal path, cell delays in order (launching register included) --
cell and delay, ns:
sky130_fd_sc_hd__dfxtp_1 0.32, sky130_fd_sc_hd__o41ai_1 0.06, sky130_fd_sc_hd__a31oi_1 0.07
-- metrics by stage --
stage	util (%)	hold slack, ns	cells
final	19.2	0.506	226
after global routing	19.2	0.521	226
after CTS	19.2	0.507	226
after detailed placement	18.4	0.493	222
after global placement	18.4	0.504	222
after floorplan	-	0.453	94
-- area by class of cell --
type	count	area [sq um]
clock buffers	4	55.1
multi-input cells	71	455
repair buffers	35	348
well taps	96	120
fillers	788	5520
flip-flops and latches	16	320
inverters	4	15.0
No activity file was given, so power comes from the tool's default toggle rates.
