**design/flow/design.v**
```verilog
`timescale 1ns / 1ps
module Selection_Line(
    input [15:0] AR,
    input [15:0] PC,
    input [15:0] DR,
    input [15:0] AC,
    input [15:0] IR,
    input [15:0] Memory,
    input [7:0] selection,
    output reg [15:0] bus	        
);
    always@* begin
		case(selection)
		  0   : bus	 = 0;
		  2   : bus	 = AR;
		  4   : bus	 = PC;
		  8   : bus	 = DR;
		  16  : bus	 = AC;
		  32  : bus	 = IR;
		  64  : bus  = 0;
		  128 : bus	 = Memory;
          default : bus	 = 0;
        endcase
     end
endmodule
```
**design/flow/run.sh**
```bash
#!/bin/bash
# OpenROAD 26Q1-2900-gdf79404cd8, Yosys 0.63+post, stock flow scripts
make -C /OpenROAD-flow-scripts/flow DESIGN_CONFIG=/design/flow/config.mk WORK_HOME=/design/flow/orfs finish
```
**design/flow/config.mk**
```make
export PLATFORM = sky130hd
export DESIGN_NAME = Selection_Line
export DESIGN_NICKNAME = Selection_Line
export VERILOG_FILES = /design/flow/design.v
export SDC_FILE = /design/flow/constraint.sdc
export NUM_CORES = 4
export LEC_CHECK = 1
export CORE_AREA = 10 10 70 70
export DIE_AREA = 0 0 80 80
```
**design/flow/constraint.sdc**
```tcl
current_design Selection_Line

set clk_period 2.7
set clk_io_pct 0.2

create_clock -name clk0 -period $clk_period

set non_clock_inputs [all_inputs -no_clocks]
set_input_delay [expr $clk_period * $clk_io_pct] -clock clk0 $non_clock_inputs
set_output_delay [expr $clk_period * $clk_io_pct] -clock clk0 [all_outputs]
```
==> impl_metrics.py <==
# Flow results
metrics = {
    "clock_tree": {
        "hold_buffers": 0,
    },
    "setup_path": {
        "critPathKind": "in -> out",
        "cp.arrival_ps": 2280,
        "crit_path_start_kind": "primary input",
        "required_ps": 2160,
        "worstPathMaxFanout": 5,
        "crit_chain": "buf_4 > or4_4 > buf_12 > buf_6 > a211oi_2 > a221o_1 > clkdlybuf4s50_1",
        "cp_slowest_cell": "or4_4",
        "cp-end-kind": "output port",
        "cp_num_buf_inv": 4,
        "max_stage_delay_ps": 580,
        "cp_top_family": "buffers and inverters",
    },
    "flow_run": {
        "warnings": 35,
        "drv_cap": 0,
    },
    "final_timing": {
        "relSlewSlack_pct": 68.7,
        "setup-violations-final": 3,
        "fin_ws_ps": -119,
        "fmax_ghz": 0.355,
        "min_period_ps": 2820,
        "grt_setup_unrepaired": "true",
        "worst_pin_slew_ps": 468,
        "drv_slew": 0,
        "hold_viol": 0,
        "period_used_pct": 104,
    },
    "finish": {
        "fillers": 246,
        "comb_area_sq_mm": 0.00103,
        "n_clock_buffer": 0,
        "seqCellArea_sq_um": 0,
        "drive_above_1_share_pct": 22.4,
        "stdcell_count": 305,
        "ff_count": 0,
        "fin_area_sq_mm": 0.00259,
        "areaGrowthSynthToFinish_pct": 142,
    },
    "yosys": {
        "yosys.area.top_type_share_pct": 26.3,
        "syn_avg_cell_area_sq_um": 8.40,
        "area_leaders": "a22o_1, nand3b_1, a221o_1",
        "yosys.area.top_type": "a22o_1",
        "synth.distinct_cells": 18,
        "synth_stat.cells": 127,
        "synthCells": 127,
        "common_cells": "a22o_1, nand3b_1, a221o_1",
        "synth_seq_share_pct": 0,
        "ys_warn_count": 1,
        "synth_chip_area_sq_mm": 0.00107,
        "syn_area_sq_mm": 0.00107,
    },
    "global_routing": {
        "antenna_found_initial": 0,
        "grt_max_degree": 29,
        "grt_pass1_wl_microns": 9340,
        "grt_remaining_overflow": 0,
        "busiest_layer": "met2",
        "grt_pass1_vias": 1771,
        "use_met1_pct": 22.9,
        "grtUsageTotal_pct": 17.8,
        "use_met3_pct": 1.36,
        "grtUsageMet2_pct": 32.7,
    },
    "detailed_routing": {
        "drtIter0Drc": 101,
        "firstDrtPassIters": 4,
        "viasPerCell": 5.59,
        "drcViolationCount": 0,
        "wl_per_cell_microns": 20.4,
        "vias": 1704,
        "antenna_cells": 0,
        "antenna_left": 0,
        "routed_wl_microns": 6240,
    },
    "placement": {
        "gp_congestion": 0.883,
        "io_buffer_count": 120,
        "dp_hpwl_microns": 5010,
        "place_area_sq_mm": 0.00240,
        "dp.cells": 296,
    },
    "power": {
        "vdd_drop_max_mv": 0.101,
        "swShare_pct": 33.0,
        "power_frac_clock_pct": 0,
        "p_comb_share_pct": 100.0,
        "p_int_uw": 199,
        "switchingPower_uw": 98.0,
        "power_density_mw_per_mm2": 115,
        "leakage_uw": 0.00104,
        "sequentialPowerShare_pct": 0,
    },
    "floorplanning": {
        "chipArea_sq_mm": 0.00640,
        "core_area_sq_mm": 0.00342,
        "row_count": 21,
        "die_x_microns": 80,
        "fp_util_pct": 31.2,
        "die_h_microns": 80,
        "ios": 120,
    },
    "outcome": {
        "status": "finished, violations left",
        "violations": "negative setup slack",
    },
    "worst_hold_path": {
        "worstHoldStart": "Memory[3]",
        "hold_path.class": "in -> out",
        "hold_end": "bus[3]",
        "hold_depth": 4,
    },
}
-- cell type report --
| type | instances | area share [%] |
|---|---|---|
| multi-input cells | 109 | 40.0 |
| well taps | 46 | 2.23 |
| repair buffers | 150 | 57.8 |
-- kinds of logic after synthesis --
group                  Yosys count  share of synthesized area (%)
AOI/OAI and AO/OA               64                           58.9
and+or+nand+nor                 44                           31.7
buffers and inverters           19                           9.50
-- worst min-delay path, stage by stage --
cell and delay, ps:
clkdlybuf4s50_1 450, a22o_1 120, a221o_1 120, dlymetal6s2s_1 90
-- layer usage --
metal,wire (microns),part of all wire [%]
met1,2600,42
met2,3380,54
met3,212,3.4
met4,36,0.58
met5,0,0
-- layout by cell type (no fill, tap or decap), types with 2 or more instances in the layout --
| cell | n |
|---|---|
| a2111oi_4 | 2 |
| clkdlybuf4s50_1 | 99 |
| a2111oi_2 | 3 |
| buf_4 | 20 |
| nand3b_1 | 32 |
| buf_12 | 2 |
| buf_2 | 2 |
| nor2b_1 | 4 |
| or4_4 | 3 |
| buf_6 | 7 |
| dlymetal6s2s_1 | 5 |
| a22o_1 | 32 |
| a211oi_2 | 10 |
| a221o_1 | 16 |
| clkdlybuf4s15_2 | 2 |
| dlygate4sd2_1 | 11 |
-- metrics by stage --
step | setup WS [ps] | hold WS (ps) | setup TNS, ps | util, % | total power, uW
finish | -119 | 1860 | -337 | 75.7 | 297
global route | -179 | 1910 | -482 | 75.7 | 314
CTS | -171 | 1920 | -1300 | 75.3 | 294
detailed placement | -532 | 2250 | -7550 | 70.3 | 280
global placement | -499 | 2250 | -6740 | 70.3 | 277
floorplan | 584 | 1270 | 0 | - | 92.0
-- power by group through the flow --
stage	Combinational, uW	Sequential [uW]	Clock (uW)
after CTS	294	0	0
after global routing	314	0	0
final	297	0	0
-- worst max path at each step --
stage,from,endpoint,slack [ps],cells after the start
after CTS,selection[2],bus[9],-170,7
after global routing,selection[2],bus[4],-180,7
final,selection[2],bus[7],-120,7
-- timing repair --
item,in CTS,in global routing
endpoints found under the setup margin,16,10
pin swaps,11,7
buffers inserted,7,0
cloned,2,0
gates resized,50,6
No activity file was given, so power comes from the tool's default toggle rates.
