--- flow/run.sh ---
#!/bin/bash
# OpenROAD 26Q1-2900-gdf79404cd8, Yosys 0.63+post, stock flow scripts
make -C /OpenROAD-flow-scripts/flow DESIGN_CONFIG=/design/flow/config.mk WORK_HOME=/design/flow/orfs finish
--- flow/config.mk ---
export PLATFORM = sky130hd
export DESIGN_NAME = arithmetic_logic_unit
export DESIGN_NICKNAME = arithmetic_logic_unit
export VERILOG_FILES = /design/flow/design.v
export SDC_FILE = /design/flow/constraint.sdc
export NUM_CORES = 4
export LEC_CHECK = 1
export CORE_UTILIZATION = 30
--- flow/constraint.sdc ---
current_design arithmetic_logic_unit

set clk_period 2.3
set clk_io_pct 0.2

create_clock -name clk0 -period $clk_period

set non_clock_inputs [all_inputs -no_clocks]
set_input_delay [expr $clk_period * $clk_io_pct] -clock clk0 $non_clock_inputs
set_output_delay [expr $clk_period * $clk_io_pct] -clock clk0 [all_outputs]
--- flow/design.v ---
`timescale 1ns / 1ps
module arithmetic_logic_unit( input [15:0] DR, in_AC,
                                input in_E,
                                input [7:0] D,
                                input [15:0] IR,
                                input [15:0] T,
                                output [3:0] INR,
                                output reg E,
                                output reg S,
                                output reg [15:0] AC
                                );
    reg INR_CONDITIONS;
    assign INR[0] = (D[5] && T[4]);  
    assign INR[1] = T[1] || ((D[7] && (~IR[15]) && T[3] ) && IR[4] && INR_CONDITIONS) || ((D[7] && (~IR[15]) && T[3] ) && IR[3] && INR_CONDITIONS) || ((D[7] && (~IR[15]) && T[3] ) && IR[2] && INR_CONDITIONS) || ((D[7] && (~IR[15]) && T[3] ) && IR[1] && INR_CONDITIONS) || (D[6] && T[6] && INR_CONDITIONS);  
    assign INR[2] = (D[6] && T[5]);  
    assign INR[3] = ((D[7] && (~IR[15]) && T[3] ) && IR[5]);  
    initial begin
        S = 1;
    end
    always @*
    if (~D[7])                                              
      case (D)
           01 : AC = in_AC & DR;                                             
           02 : {E,AC} = DR + in_AC;                                         
           04 : AC = DR;                                                     
           64 : INR_CONDITIONS = DR ? 0 : 1;
        endcase
    else
        if(~(IR[15]))                                       
            case (IR)
                16'h7800 :  AC <= 16'h0;                                     
                16'h7400 :  E = 0;                                      
                16'h7200 :  AC = ~in_AC;                                     
                16'h7100 :  E = ~in_E;                                       
                16'h7080 :  begin  AC <= (in_AC >> 1);                       
                                   AC[15] <= in_E;
				                   E <= in_AC[0];  
                            end 
				16'h7040 :  begin  AC <= (in_AC << 1);                       
					               AC[0] <= in_E;
					               E <= in_AC[15]; 
                            end
			    16'h7010 :  INR_CONDITIONS = in_AC[15] ? 0 : 1;              
			    16'h7008 :  INR_CONDITIONS = in_AC[15] ? 1 : 0;              
			    16'h7004 :  INR_CONDITIONS = in_AC ? 0 : 1;                  
			    16'h7002 :  INR_CONDITIONS = in_E ? 0 : 1;                   
			    16'h7001 :  S = 0;                                           
            endcase
endmodule
==> changes_impl.md <==
### Changed

- Fin crit share: 96.9%
- Die width: 93.8 um
- Remaining Overflow, GRT: 0
- Tool warning count: 43
- Ys cells: 333
- Row count: 33
- Setup violators final: 0
- Max Clock Freq: 449 MHz
- Area grow syn2layout: 39.9%
- First-pass GRT wire length: 14600 um
- Hpwl dp: 6840 um
- Die span in y: 93.8 um
- Detail Route Antenna Nets: 0
- Netlist cell types: 70
- Port Buffers: 84
- Pins over their slew limit: 0
- Ys flop type: dlxtn_1
- Netlist Area Pre-Place: 2530 um^2
- Pwr/cell area: 168 nW/um^2
- Filler cells: 821
- Avg Inst Size Synth: 7.59 um^2
- Final wirelength: 8980 um
- Worst EP required: 1.84 ns
- # IOs: 95
- Hold-fix buffers, CTS: 0
- First-pass iteration count of the detailed router: 5
- RePlAce Congestion: 0.905
- Yosys stat chip area: 2530 um^2
- Vias per Instance: 5.77
- Fp util: 30.9%
- Register area: 285 um^2
- Mapped Cells: 333
- Status: complete, no violations
- Kind of critical path: in -> out
- Total power: 0.000595 W
- Chip area: 8790 um^2
- Leakage Power: 1.32 nW
- Syn. warnings: 1
- Fin cells: 519
- Inst Count DP: 516
- Diode count: 0
- Fraction of layout cells with a size suffix above 1: 8.70%
- Post-synth ARST share: 0%
- Maximum vdd drop: 63.3 uV
- Initial DRC Count: 177
- Count of unclocked register or latch pins: 19
- Crit Path Max Fanout: 2
- Slew @ Worst Pin: 0.815 ns
- Final min period: 2.23 ns
- Total number of vias: 2995
- Flip-flops with a built-in enable: 0
- DP Worst Slack: -0.219 ns
- CP endpoint kind: primary output
- Initial antenna violation count: 0
- Hold/Removal Path Class: in -> out
- Endpoints left unconstrained: 36
- DRC: 0
- Final core occ: 43.2%
- Overall Global Routing Usage: 21.2%
- Top Layout Cells: clkdlybuf4s50_1, o21ai_0, nand2_1, nor2_1
- Comb. cell area: 2130 um^2
- Core area: 8180 um^2
- Top cell excl fill/tap: clkdlybuf4s50_1
- Max_cap viols: 0
- Final Worst Setup Slack: 0.0709 ns
- Critical Path AT: 1.77 ns
- Crit path launch type: input port
- Max_slew headroom: 45.5%
- Pin count of the biggest net entering global routing: 35
- WL/cell: 17.3 um
- Number of global-route vias before repair: 2813
- Hold Violations, Final: 0
- Post-synth regs: 19
==> path summary, 6_finish.rpt <==
check | slack [ns] | cells after the start | startpoint | to
min | 1.79 | 6 | IR[15] | INR[1]
max | 0.07 | 6 | IR[2] | INR[1]
==> Yosys cell counts, types with 3 or more instances <==
cell type | count | share of area (%)
nor4_4 | 3 | 2.5
buf_2 | 5 | 0.99
o2bb2ai_1 | 3 | 1.0
o211ai_1 | 4 | 1.2
o22ai_1 | 7 | 1.7
dlxtn_1 | 19 | 11
inv_1 | 8 | 1.2
a31oi_1 | 3 | 0.74
a22oi_1 | 6 | 1.8
a221oi_1 | 15 | 5.2
o21ai_0 | 30 | 5.9
xnor2_1 | 7 | 2.4
a21oi_1 | 19 | 3.8
nor2_1 | 23 | 3.4
nor2b_1 | 8 | 2.0
a211o_1 | 3 | 1.0
ha_1 | 16 | 7.9
o21bai_1 | 3 | 0.89
nand2_1 | 22 | 3.3
a22o_1 | 10 | 3.5
nand3_1 | 6 | 1.2
clkbuf_1 | 9 | 1.3
nand2b_1 | 5 | 1.2
a211oi_1 | 6 | 1.8
mux2i_1 | 5 | 2.0
nor4_1 | 9 | 2.2
a21o_1 | 5 | 1.5
o32ai_1 | 3 | 1.0
xor2_1 | 9 | 3.1
a2bb2oi_1 | 4 | 1.4
nor3_1 | 6 | 1.2
nand4_1 | 3 | 0.74
==> critical path: stages <==
cell and delay [ns]:
clkdlybuf4s15_1 0.19, or3_4 0.41, nor2_4 0.11, o21ai_2 0.06
a21o_1 0.15, clkdlybuf4s50_1 0.39
==> flip-flops by register name (all words and copies together), names as in the netlist <==
name            count
S                   1
INR_CONDITIONS      1
E                   1
AC                 16
==> where the power goes <==
group          total [W]  switching, W  internal (W)
sequential     0.0000299    0.00000512     0.0000248
clock                  0             0             0
combinational   0.000565      0.000275      0.000290
total           0.000595      0.000281      0.000315
==> cell type report <==
| cell class | count | share of cell area [%] |
|---|---|---|
| Tap cell | 105 | 3.72 |
| Multi-Input combinational cell | 288 | 60.4 |
| Inverter | 8 | 0.850 |
| Timing Repair Buffer | 99 | 27.0 |
| Sequential cell | 19 | 8.07 |
==> cells by family after synthesis <==
family | after synthesis | share of synthesized area [%]
AOI/OAI and AO/OA | 140 | 39.5
adders and majority gates | 17 | 8.72
buffers and inverters | 26 | 5.00
other | 1 | 0.148
and+or+nand+nor | 109 | 27.8
latches | 19 | 11.3
xor gates and xnor gates | 16 | 5.55
muxes | 5 | 1.98
==> stage by stage <==
step	TNS, ns	cell area [um^2]	hold WS (ns)
after global routing	-0.000721	3530	1.86
after floorplan	0	2530	0.961
after detailed placement	-0.255	3490	1.85
after global placement	-0.253	3490	1.85
final	0	3530	1.79
after CTS	0	3510	1.85
==> repair_timing <==
item / CTS / global route
gates resized: 10 / 3
setup endpoints to repair: 2 / 2
pin swaps: 4 / 2
setup buffers: 1 / 2
==> layer usage <==
layer	GRT usage [%]	share of wire, %	vias to the layer above
met2	34.2	45	121
li1	-	-	1489
met5	0	0	-
met1	31.8	46	1376
met4	2.95	1.2	0
met3	1.56	8.4	9
Power and IR drop assume default switching activity.
